[design/flow/design.v]
module fifo #(parameter WIDTH = 64, DEPTH = 8) (clk, rst, wr, rd, datain, full, empty, push_out, dout);
  input                 clk;
  input                 rst;
  input                 wr, rd;
  input  [WIDTH-1:0]    datain;  
  output                full, empty;
  output                push_out;
  output [WIDTH-1:0]    dout; 
  reg                   push_out_d;
  reg    [WIDTH-1:0]    dout_d; 
  reg    [WIDTH-1:0]    counter;
  reg    [03 :0]        wr_ptr;
  reg    [03 :0]        rd_ptr;
  reg    [WIDTH-1:0]    mem [DEPTH-1:0];
  always@(posedge clk or posedge rst) begin 
    if (rst) 
      wr_ptr <= #1 1'b0;
    else if(wr && ~full) begin 
      wr_ptr <= #1 wr_ptr + 1;
    end 
    else if (wr_ptr == (DEPTH))
      wr_ptr <= #1 0;
    else 
      wr_ptr <= #1 wr_ptr ;
  end 
  always @(posedge clk) begin 
    if (rst) begin 
 	  mem[wr_ptr] <= #1 'h00;
	end
    else begin 
	  if (wr && ~full) begin 
 	    mem[wr_ptr] <= #1 datain;
	  end 
	end 
  end 
  always@(posedge clk or posedge rst) begin 
    if (rst)
      rd_ptr <= #1 'h0;  
    else if(rd && !empty) begin 
	  rd_ptr <= #1 rd_ptr + 1;
    end 
    else if (rd_ptr == (DEPTH))
	  rd_ptr <= #1 0;
    else 
	  rd_ptr <= #1 rd_ptr;
  end 
  always @(posedge clk) begin 
    if (rst) begin 
      dout_d <= #1 'h00;
      push_out_d <= #1 'h0;
    end 
    else if (rd && !empty)begin 
      dout_d <= #1 mem[rd_ptr]; 
      push_out_d <= #1 'h1;
    end 
    else begin
    end 
  end 
  always@(posedge clk or posedge rst) begin 
    if (rst)
	counter <= #1 'h0;
    else if (wr && rd)
	counter <= #1 counter;
    else if (wr && !full)
	counter <= #1 counter + 1;
    else if (rd && !empty)
	counter <= #1 counter - 1;
    else                            
	counter <= #1 counter;
  end 
  assign full          = ((wr_ptr[3] != rd_ptr[3]));
  assign empty         = ((wr_ptr == rd_ptr));
  assign dout          = dout_d;
  assign push_out      = push_out_d;
endmodule
[design/flow/run.sh]
#!/bin/bash
# OpenROAD 26Q1-2900-gdf79404cd8, Yosys 0.63+post, stock flow scripts
make -C /OpenROAD-flow-scripts/flow DESIGN_CONFIG=/design/flow/config.mk WORK_HOME=/design/flow/orfs finish
[design/flow/config.mk]
export PLATFORM = sky130hd
export DESIGN_NAME = fifo
export DESIGN_NICKNAME = fifo
export VERILOG_FILES = /design/flow/design.v
export SDC_FILE = /design/flow/constraint.sdc
export NUM_CORES = 4
export LEC_CHECK = 1
export CORE_UTILIZATION = 40
[design/flow/constraint.sdc]
current_design fifo

set clk_period 11.9
set clk_io_pct 0.2

create_clock -name clk0 -period $clk_period [get_ports {clk}]

set non_clock_inputs [all_inputs -no_clocks]
set_input_delay [expr $clk_period * $clk_io_pct] -clock clk0 $non_clock_inputs
set_output_delay [expr $clk_period * $clk_io_pct] -clock clk0 [all_outputs]
==> impl_metrics.yaml <==
# physical design summary
min_path:
  hold_path.class: "register to register"
  worstHoldPathCells: 1
  min_from: "dout_d[7]"
  min_to: "dout_d[7]"
grt:
  grt_pass1_wl_mm: 72.0
  grt_start_max_net_pins: 53
  antenna_found_initial: 0
  gr-total-overflow: 0
  grt_util_all_layers: 0.190
  grt_pass1_vias: 12300
detailed_routing:
  diodes: 0
  routed_wl_mm: 47.6
  wl_per_cell_um: 22.6
  drtIter0Drc: 475
  dr.pass1.iters: 5
  drc: 0
  vias: 11100
  viasPerCell: 5.25
  ant_nets: 0
finish:
  postLayoutCoreUtil: 0.482
  drive_gt1_frac: 0.188
  syn_to_final_growth_pct: 18.2
yosys:
  synth_flop_count: 585
  synth_area_um2: 22200
  ys_seq_share: 0.761
  synth.area.mux_share: 0.130
  simple_gate_share: 0.0583
  ys_sh_aoi: 0.0283
  ys_cells: 1170
  async_flop_share: 0.0137
  netlist_instances: 1170
  yosysUniqueCellTypes: 32
  topCombFamilyByArea: "multiplexers"
  synth-warning-count: 1
  yosysTopAreaCellShare: 0.693
  synth.avg_cell_area_um2: 19.0
  synth-adder-area-share: 0.00226
  topCellsByArea: "edfxtp_1 (69%), mux4_2 (13%), dfxtp_1 (5.9%)"
  xor_area_frac: 0.00237
  largest_area_cell: "edfxtp_1"
  edf_count: 512
  ys_area_um2: 22200
  ff_type: "edfxtp_1"
placement:
  dp_hpwl_mm: 25.3
  port_buffers: 134
  place.gp.congestion: 0.752
timing:
  drv_slew: 0
  relSlewSlack: 0.480
  hold_viol: 0
  setup_viol: 0
  final.setup.tns_ns: 0
  period_needed_ns: 5.23
  clock_skew_ns: 0.0225
  tightest_slew_ns: 0.780
  rsz0062_at_grt: "no"
  fin_crit_sh: 0.439
  max_freq_mhz: 191
clock_network:
  cts_resized: 0
  post-cts-setup-buffers: 0
  clk-insertion-delay-late_ns: 0.62
  holdBufCountCts: 0
  clockBufferDepth: 3
  cts_tree: "built"
  cts_num_sinks: 585
  clockRootBuffer: "clkbuf_16"
  cts_max_level: 2
  clkSlewWorstSetupHoldPaths_ns: 0.06
  cts_made_buffers: 58
setup_path:
  crit_type: "register to output pin"
  crit_chain: "xor2_1, nor4_1, clkdlybuf4s50_1"
  arrival_ns: 2.85
  critical_path.max_fanout: 34
  slowest_delay_ns: 0.89
  rr_endpoint: "mem[1][29]"
  crit_path_top_delay_cell: "dfrtp_4"
  r2r_cells: 7
  startpoint_type: "register"
  reg2reg_from: "wr_ptr[3]"
  r2r_slack_ns: 8.35
  critPathBufInv: 1
  crit_family: "flip-flops"
  crit_path_end_kind: "output pin"
  crit_required_ns: 9.52
floorplanning:
  rows: 85
  fp_util: 0.408
  dieArea_um2: 56400
  die_y_um: 237
  num_io_pins: 135
  core_area_um2: 54300
  die_w_um: 237
pwr:
  power_mw: 6.68
  leakagePower_nw: 9.12
  power_density_nw_per_um2: 255
  peakVddDrop_v: 0.000126
job:
  warning_count: 27
  cap_violations: 0
outcome:
  status: "complete, no violations"
[power breakdown]
| group | internal (mW) | switching [mW] | total [mW] |
|---|---|---|---|
| clock network | 1.02 | 0.740 | 1.76 |
| logic | 0.875 | 0.993 | 1.87 |
| registers | 2.81 | 0.243 | 3.05 |
[metrics by stage]
stage                     setup WS (ns)  cells  cell area [um2]  hold WS [ns]
after floorplan                    3.88   1170            22200         0.416
after global placement             6.45   1999            24400         0.462
after detailed placement           6.43   1999            24400         0.466
after CTS                          6.52   2108            26200         0.480
after global routing               6.48   2108            26200         0.493
final                              6.67   2108            26200         0.473
[state kept, by name, indices dropped and copies added (netlist names)]
register and count:
dout_d 64, mem 512, push_out_d 1, rd_ptr 4, wr_ptr 4
[cell families after synthesis]
| group | Yosys count |
|---|---|
| xor gates and xnor gates | 6 |
| DFF | 585 |
| buffers and inverters | 81 |
| and+or+nand+nor | 291 |
| AOI/OAI and AO/OA | 75 |
| adders and majority gates | 4 |
| muxes | 128 |
[layer usage]
layer / up-vias / global-route usage / share of wire
met3: 59 / 0.122 / 0.14
met2: 621 / 0.284 / 0.48
li1: 4936 / - / -
met1: 5460 / 0.255 / 0.37
met5: - / 0.00519 / 0
met4: 0 / 0.0248 / 0.014
[synth_stat cells, types with 3 or more instances]
cell,instances
ha_1,4
inv_1,6
dfxtp_1,65
nor2_1,9
o21ai_0,5
xnor2_1,3
and2_1,3
mux4_2,128
clkbuf_1,41
xor2_1,3
buf_1,3
a22o_1,64
nor3_1,3
dfrtp_1,8
buf_6,8
edfxtp_1,512
nand2_1,203
and3_1,64
buf_2,21
[cells in the final DEF, fill, tap and decap left out, drive strengths merged]
cell           count
a21boi             1
a21oi              2
a22o              64
a31oi              1
and2               3
and3              64
and4               1
buf               30
bufinv             3
clkbuf            87
clkdlybuf4s50    134
clkinv            17
dfrtp              8
dfxtp             65
edfxtp           512
ha                 4
inv                9
mux4             128
nand2            203
nand2b             2
nand3              2
nand3b             2
nor2              10
nor3               3
nor4               1
o21ai              5
o22ai              1
o41a               1
xnor2              3
xor2               3
[how the worst max path moves through the flow]
stage / from / end / slack (ns) / depth (start not counted)
4_1_cts: rd_ptr[0] / empty / 6.52 / 3
5_1_grt: rd_ptr[0] / empty / 6.48 / 3
6_report: rd_ptr[0] / empty / 6.67 / 3
[area by class of cell]
class | count | area [um2]
tap | 739 | 925
clock buffer | 87 | 1640
sequential | 585 | 16900
clock inverter | 22 | 200
multi-input combinational | 504 | 4960
timing repair buffer | 164 | 1570
fill | 4356 | 28100
inverter | 7 | 27.5
Power is estimated from default activity; no workload was simulated.
